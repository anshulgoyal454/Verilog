**flow/run.sh**
```bash
#!/bin/bash
# OpenROAD 26Q1-2900-gdf79404cd8, Yosys 0.63+post, stock flow scripts
make -C /OpenROAD-flow-scripts/flow DESIGN_CONFIG=/design/flow/config.mk WORK_HOME=/design/flow/orfs finish
```
**flow/config.mk**
```make
export PLATFORM = sky130hd
export DESIGN_NAME = up_counter
export DESIGN_NICKNAME = up_counter
export VERILOG_FILES = /design/flow/design.v
export SDC_FILE = /design/flow/constraint.sdc
export NUM_CORES = 4
export LEC_CHECK = 1
export CORE_AREA = 10 10 70 70
export DIE_AREA = 0 0 80 80
```
**flow/constraint.sdc**
```tcl
current_design up_counter

set clk_period 1.1
set clk_io_pct 0.2

create_clock -name clk0 -period $clk_period [get_ports {clk}]

set non_clock_inputs [all_inputs -no_clocks]
set_input_delay [expr $clk_period * $clk_io_pct] -clock clk0 $non_clock_inputs
set_output_delay [expr $clk_period * $clk_io_pct] -clock clk0 [all_outputs]
```
**flow/design.v**
```verilog
module up_counter(Q,clk,reset);
output [3:0]Q;
input clk,reset;
reg [3:0]Q;
always @(posedge clk or posedge reset)
begin
if(reset)
Q<=4'b0;
else
Q<=Q+1;
end
endmodule
```
==> metrics.yaml <==
status:
  status: "finished, final reports clean"
timing:
  setup_ws_ps: 46.8
  final_max_slew_viol_count: 0
  clock-skew-final_ps: 0.395
  finalClockPeriodUsage_pct: 95.7
  finalSetupViolCount: 0
  slew_headroom_pct: 90.4
  max_freq_ghz: 0.949
  tns_ps: 0
  period_needed_ps: 1050
  rsz0062_at_grt: "false"
  worstMarginPinSlew_ps: 144
  final-hold-violation-count: 0
setup_path:
  arrival_ps: 830
  crit_path_cell_trace: "dlygate4sd2_1"
  crit_family: "flip-flops"
  ff2ff_path_depth: 3
  crit_type: "reg2out"
  cp.buffers_inverters: 1
  worstSetupStartpointType: "register"
  cp_slowest_cell: "dfrtp_1"
  end_kind: "output port"
  cp.depth: 1
  cp_max_fo: 2
  slowest_delay_ps: 360
  cp_data_required_time_ps: 880
power:
  finalPower_w: 0.000338
  p_per_area_nw_per_um2: 1100
  p_leak_nw: 0.153
  peakVddDrop_v: 0.000190
flow_run:
  openroad.warnings: 25
  cap_viol_max_count: 0
cts:
  cts.htree.levels: 1
  cts-root-buf: "clkbuf_4"
  clkLatencyLatePin_ps: 230
  clk_path_buf_depth: 2
  cts_tree: "built"
  cts_buffers: 3
  path_clk_slew_ps: 40
  cts_hold_buffers: 0
  cts_sinks: 4
finish:
  top_register: "Q"
  drive_above_1_share_pct: 34.8
  nFillCells: 404
  syn2layout_area_growth_pct: 117
  reg_top3: "Q: 4 flops"
  largest_reg_flops: 4
route:
  vias_per_cell: 1.68
  via_count: 116
  drc: 0
  wirelength_um: 423
  antenna_cells: 0
  ant_nets: 0
  wl_per_cell_um: 6.13
  drt_iter0_drc: 17
  dr.pass1.iters: 2
global_routing:
  grt_usage_pct: 1.39
  overflow: 0
  globalRouteMet3Util_pct: 2.95
  use_met2_pct: 0.963
  grt_max_degree: 5
  grt_pass1_vias: 135
  grt_pass1_wl_um: 607
  antenna_found_initial: 0
  grt.busiest_layer: "met3"
  grt.met1_usage_pct: 1.20
synthesis:
  ys_warn_count: 1
  top_area_share_pct: 70.2
  ys_area_um2: 143
  synth.most_common_cell: "dfrtp_1"
  flop_cell: "dfrtp_1"
  netlist_area_um2: 143
  synth_seq_share_pct: 70.2
  synth.area.top_cells: "dfrtp_1 70%, ha_1 8.8%, xnor2_1 6.1%"
  top_cells_by_count: "4 x dfrtp_1, 2 x inv_1"
  async_reset_ff_share_pct: 100
  ys_types: 6
  syn_avg_cell_area_um2: 14.3
  edf_count: 0
  yosys.area.top_type: "dfrtp_1"
  netlist_instances: 10
  synth_flops: 4
  yosysCellCount: 10
min_path:
  holdCritPathClass: "in2async"
floorplanning:
  core-area_um2: 3420
  die_h_um: 80
  initCoreUtil_pct: 4.18
  die_area_um2: 6400
  rows: 21
  pin_count: 6
  die_w_um: 80
placed_design:
  port_buffers: 5
  pre_cts_slack_ps: 46.1
  dp_hpwl_um: 309
  place_congestion: 0.648
## metrics by stage
stage	util [%]	area [µm²]	std cells	hold slack (ps)
after CTS	9.01	308	69	160
after detailed placement	7.99	273	64	411
final	9.05	309	69	167
after global routing	9.05	309	69	189
after global placement	7.99	273	64	415
after floorplan	-	143	10	-13.9
## timing repair
item                                    CTS  global route
setup buffers                             2             0
endpoints found under the setup margin    4             1
resized                                   6             1
cloned                                    0             0
pin swaps                                 0             0
## routing by layer
| layer | wire [µm] | share of wire, % |
|---|---|---|
| met1 | 135 | 32 |
| met2 | 126 | 30 |
| met3 | 161 | 38 |
| met4 | 0 | 0 |
| met5 | 0 | 0 |
## report_power, final
part	switching [W]	internal, W	total, W
combinational	0.00000290	0.00000332	0.00000622
sequential	0	0.000148	0.000148
clock	0.0000621	0.000122	0.000184
## worst paths after layout
path	startpoint	endpoint	slack [ps]
max in group asynchronous	reset	Q[1]	790
max reg2reg	Q[0]	Q[2]	120
max	Q[2]	Q[2]	50
min	reset	Q[2]	170
min reg2reg	Q[3]	Q[3]	550
min in group clk0	Q[3]	Q[3]	550
## final cells by class
class	count	area [µm²]	share of cell area, %
well taps	46	57.6	18.6
multi-input cells	4	35.0	11.3
clock buffers	3	22.5	7.29
repair buffers	10	86.3	27.9
inverters	2	7.51	2.43
flip-flops and latches	4	100	32.4
## kinds of logic (layout without fill, tap and decap cells)
logic type	after synthesis	in the layout	synth area share [%]
fa+ha+maj	1	1	8.77
flops	4	4	70.2
simple gates	1	1	3.51
xor+xnor	2	2	12.3
buf+inv	2	15	5.27
## cells in the final DEF, fill, tap and decap left out
cell type,synthesis,final
dfrtp_1,4,4
ha_1,1,1
clkdlybuf4s50_1,0,1
clkdlybuf4s15_1,0,3
clkbuf_4,0,3
nand3_1,1,1
xnor2_1,1,1
dlygate4sd2_1,0,1
inv_1,2,2
buf_4,0,5
xor2_1,1,1
No activity file was given, so power comes from the tool's default toggle rates.
